**flow/design.v**
```verilog
`timescale 1ns/10ps
module fulladder(
	input a,
	input b,
	input cin,
	output cout,
	output s
);
	wire ci, si, ci2;
	halfadder ha1(
		.a (a),
		.b (b),
		.c (ci),
		.s (si)
	);
	halfadder ha2(
		.a (si),
		.b (cin),
		.c (ci2),
		.s (s)
	);
	assign cout = ci | ci2;
endmodule 
`timescale 1ns/10ps
module halfadder(
	input a,
	input b,
	output reg c,
	output reg s
);
	always @(a or b) begin
		s = a ^ b;
		c = a & b;
	end
endmodule
`timescale 1ns/10ps
module abcadd(
	input [4:0] a,    
	input [4:0] b,    
	input [4:0] c,    
	output reg [9:0] out
);
wire [9:0] sum1,sum2;  
fulladder FA3 (
	.a (a[3]),
	.b (b[1]),
	.cin (c[0]),
	.cout (sum1[4]),
	.s (sum1[3])
);
fulladder FA4 (
	.a (a[4]),
	.b (b[2]),
	.cin (c[1]),
	.cout (sum2[5]),
	.s (sum2[4])
);
fulladder FA5 (
	.a (a[4]),
	.b (b[3]),
	.cin (c[2]),
	.cout (sum1[6]),
	.s (sum1[5])
);
fulladder FA6 (
	.a (a[4]),
	.b (b[4]),
	.cin (c[3]),
	.cout (sum2[7]),
	.s (sum2[6])
);
fulladder FA7 (
	.a (a[4]),
	.b (b[4]),
	.cin (c[4]),
	.cout (sum1[8]),
	.s (sum1[7])
);
halfadder HA8 (
	.a (a[4]),
	.b (b[4]),
	.c (sum2[9]),
	.s (sum2[8])
);
assign sum1[2:0] = a[2:0];
assign sum2[3:0] = {1'b0, b[0], 2'b00};
assign sum1[9] = a[4] ^ b[4];
always @(sum1 or sum2)
	out = sum1 + sum2;
endmodule
```
**flow/run.sh**
```bash
#!/bin/bash
# OpenROAD 26Q1-2900-gdf79404cd8, Yosys 0.63+post, stock flow scripts
make -C /OpenROAD-flow-scripts/flow DESIGN_CONFIG=/design/flow/config.mk WORK_HOME=/design/flow/orfs finish
```
**flow/config.mk**
```make
export PLATFORM = sky130hd
export DESIGN_NAME = abcadd
export DESIGN_NICKNAME = abcadd
export VERILOG_FILES = /design/flow/design.v
export SDC_FILE = /design/flow/constraint.sdc
export NUM_CORES = 4
export LEC_CHECK = 1
export CORE_AREA = 10 10 70 70
export DIE_AREA = 0 0 80 80
```
**flow/constraint.sdc**
```tcl
current_design abcadd

set clk_period 4.6
set clk_io_pct 0.2

create_clock -name clk0 -period $clk_period

set non_clock_inputs [all_inputs -no_clocks]
set_input_delay [expr $clk_period * $clk_io_pct] -clock clk0 $non_clock_inputs
set_output_delay [expr $clk_period * $clk_io_pct] -clock clk0 [all_outputs]
```
==> impl_metrics.py <==
# Physical implementation metrics
metrics = {
    "outcome": {
        "status": "finished, final reports clean",
    },
    "global_routing": {
        "grt_overflow": 0,
        "grt_start_max_net_pins": 5,
        "antenna_found_initial": 0,
        "grt_pass1_wl_um": 1740,
        "grtUsageTotal": 0.0331,
        "grt_pass1_vias": 364,
    },
    "final_layout": {
        "drive_gt1_frac": 0.0678,
        "flops": 0,
        "stdcell_area_sq_um": 653,
        "utilization": 0.191,
        "area_growth_pct": 70.6,
        "regArea_sq_um": 0,
        "nClkBuffers": 0,
    },
    "placed_design": {
        "place.gp.congestion": 0.794,
        "dpl.hpwl_um": 965,
        "io_buffers": 21,
        "place_area_sq_um": 651,
    },
    "drt": {
        "drt_iter0_drc": 10,
        "vias": 335,
        "firstDrtPassIters": 2,
        "wl_per_cell_um": 9.70,
        "drc": 0,
        "routed_wl_um": 1020,
        "num_antenna_cells": 0,
        "postRouteAntennaNets": 0,
        "viasPerCell": 3.19,
    },
    "sta": {
        "fin_crit_ns": 4.38,
        "worstMarginPinSlew_ns": 0.278,
        "rsz0062_at_grt": "false",
        "drv_slew": 0,
        "timing.fmax_ghz": 0.228,
        "finalSetupViolations": 0,
        "slew_headroom": 0.814,
        "finalCritPeriodShare": 0.953,
        "finalHoldViolations": 0,
        "finalSetupTns_ns": 0,
    },
    "synthesis": {
        "netlist_area_sq_um": 383,
        "synth.most_common_cell": "ha_1",
        "syn_area_per_cell_sq_um": 10.1,
        "yosys.area.top_type": "fa_1",
        "yosys.area.top_type_share": 0.314,
        "ys_cells": 38,
        "syn_inst": 38,
        "ys_seq_frac": 0,
        "synth.distinct_cells": 19,
        "ys_top_cells_by_count": "ha_1 (8), fa_1 (6), xnor2_1 (4)",
        "synthTopCellsByArea": "fa_1 (31%), ha_1 (26%), xnor2_1 (9.2%), buf_4 (3.9%), inv_1 (2.9%)",
        "yosysWarnings": 2,
        "yosys_area_sq_um": 383,
    },
    "floorplanning": {
        "fp.dieW_um": 80,
        "pin_count": 25,
        "rows": 21,
        "initial_core_util": 0.112,
        "core_sq_mm": 0.00342,
        "die_y_um": 80,
        "dieArea_sq_mm": 0.00640,
    },
    "pwr": {
        "p_leak_nw": 0.275,
        "powerDensity_mw_per_mm2": 187,
        "peakVddDrop_mv": 0.0663,
    },
    "min_path": {
        "hold_path.class": "input pin to output pin",
    },
    "setup_path": {
        "path_max_fanout": 3,
        "cp-start-kind": "input pin",
        "crit_arrival_ns": 3.46,
        "worstSetupEndpointType": "output pin",
        "cp.required_ns": 3.68,
        "critPathKind": "input pin to output pin",
    },
    "clocking": {
        "holdBufCountCts": 0,
    },
    "run": {
        "maxCapViolCount": 0,
        "openroad.warnings": 34,
    },
}
-- cells by family after synthesis --
family	count (synthesis)	share of synthesized area
fa+ha+maj	14	0.575
simple gates	3	0.0359
buf+inv	5	0.0686
compound gates	11	0.206
xor+xnor	5	0.114
-- routing by layer --
metal / vias up / part of all wire / GRT usage / wire length, um
met3: 0 / 0.17 / 0.0205 / 170
met4: 0 / 0 / 0.00176 / 0
met2: 15 / 0.33 / 0.0417 / 336
li1: 175 / - / - / -
met1: 145 / 0.50 / 0.0480 / 512
met5: - / 0 / 0 / 0
-- worst max-delay path: stages --
cell	delay [ns]
clkdlybuf4s50_1	0.43
fa_1	0.54
ha_1	0.27
a211o_1	0.32
a21o_1	0.19
a21oi_2	0.14
xnor2_1	0.15
clkdlybuf4s50_1	0.51
-- power breakdown --
group / total [mW] / internal, mW / leakage (nW) / switching [mW]
combinational: 0.122 / 0.0782 / 0.275 / 0.0439
clock: 0 / 0 / 0 / 0
sequential: 0 / 0 / 0 / 0
total: 0.122 / 0.0782 / 0.275 / 0.0439
-- area by class of cell --
class	instances	area, sq um
Tap cell	46	57.6
Timing Repair Buffer	23	228
Multi-Input combinational cell	33	357
Fill cell	383	2760
Inverter	3	11.3
-- metrics by stage --
| stage | worst slack [ns] | instances | power, mW | hold WS (ns) |
|---|---|---|---|---|
| after global routing | 0.00517 | 105 | 0.138 | 1.84 |
| after global placement | 0.110 | 105 | 0.124 | 1.84 |
| after detailed placement | 0.0571 | 105 | 0.124 | 1.84 |
| after CTS | 0.0284 | 105 | 0.125 | 1.84 |
| final | 0.216 | 105 | 0.122 | 1.84 |
| after floorplan | 1.25 | 38 | 0.0538 | 1.91 |
-- layout by cell type (no fill, tap or decap), drive strengths merged, types with 2 or more instances in the layout --
cell,n
a21o,2
a21oi,3
buf,2
clkdlybuf4s50,20
fa,6
ha,8
inv,3
xnor2,4
-- timing repair --
item                                    4_1_cts  5_1_grt
endpoints found under the setup margin        0        2
gates resized                                 0        1
buffers inserted                              0        0
-- worst paths after layout --
check	cells past startpoint	end	startpoint
max	8	out[8]	a[3]
min	0	out[0]	a[0]
Power is estimated from default activity; no workload was simulated.
