### ./design.v
`timescale 1ns/10ps
module block_e (
    input [4:0] in0,
    input [4:0] in1,
    input [4:0] in2,
    input [4:0] in3,
    input [4:0] in4,
    input [4:0] in5,
    input [4:0] in6,
    input [4:0] in7,
    input [4:0] in8,
    input [4:0] in9,
    input [4:0] in10,
    output [4:0] sum
    );
    assign sum = in0 + in1 + in2 + in3 + in4 +
                 in5 + in6 + in7 + in8 + in9 + in10;
endmodule
### ./constraint.sdc
current_design block_e

set clk_period 6.1
set clk_io_pct 0.2

create_clock -name clk0 -period $clk_period

set non_clock_inputs [all_inputs -no_clocks]
set_input_delay [expr $clk_period * $clk_io_pct] -clock clk0 $non_clock_inputs
set_output_delay [expr $clk_period * $clk_io_pct] -clock clk0 [all_outputs]
### ./config.mk
export PLATFORM = sky130hd
export DESIGN_NAME = block_e
export DESIGN_NICKNAME = block_e
export VERILOG_FILES = /design/flow/design.v
export SDC_FILE = /design/flow/constraint.sdc
export NUM_CORES = 4
export LEC_CHECK = 1
export CORE_UTILIZATION = 30
### ./run.sh
#!/bin/bash
# OpenROAD 26Q1-2900-gdf79404cd8, Yosys 0.63+post, stock flow scripts
make -C /OpenROAD-flow-scripts/flow DESIGN_CONFIG=/design/flow/config.mk WORK_HOME=/design/flow/orfs finish
==> flow_summary_export.csv <==
group,metric,value,unit
yosys,syn_area_per_cell,9.88,µm²
pwr,powerDensity,342,mW/mm²
floorplanning,io_pins,60,
floorplanning,row_count,21,
worst_setup_path,cp-start-kind,"input pin",
yosys,ys_types,6,
final_timing,tns,-0.441,ns
worst_setup_path,path_cells,"buf_6, inv_2, fa_1, inv_2, fa_1, fa_1, fa_1, inv_2, fa_1, inv_1, ha_2, inv_2, fa_2, xor2_1, xnor2_1, xnor2_1, xnor3_1, buf_2",
hold_path,hold_class,"input pin to output port",
worst_setup_path,slowest_delay,0.54,ns
final_timing,rsz0062_at_grt,"yes",
final_timing,fin_crit,6.54,ns
worst_setup_path,timing.critical_path.from,"in2[2]",
yosys,synth_seq_share,0,%
yosys,top_cell_area_share,57.3,%
grt,grt_max_degree,2,
yosys,ys_chip_area,0.00105,mm²
grt,gr-usage-all-layers,10.7,%
worst_setup_path,critPathArrivalTime,5.32,ns
worst_setup_path,critical_path_class,"input pin to output port",
flow_run,warnings,35,
grt,antenna_found_initial,0,
final_timing,tightest_slew,0.208,ns
grt,grt_first_pass_wirelength,2930,µm
yosys,syn_inst,106,
final_timing,finalHoldViolations,0,
yosys,synth.cell_area,0.00105,mm²
floorplanning,initCoreUtil,31.4,%
cells_and_area,instances_no_fill,212,
routing,dr.pass1.iters,2,
flow_run,cap_violations,0,
routing,drtIter0Drc,5,
floorplanning,coreArea,0.00334,mm²
pwr,power.leakage,0.814,nW
hold_path,hp-start,"in6[3]",
final_timing,fin_crit_sh,107,%
place,hpwlAfterDp,1720,µm
routing,route.detailed.drc,0,
worst_setup_path,cp_slowest_cell,"fa_1",
yosys,yosys-top-cells-area,"fa_1, inv_1, xnor2_1",
worst_setup_path,critPathBufInv,7,
cells_and_area,flops,0,
routing,wl_per_cell,8.14,µm
worst_setup_path,cp_common_cell,"fa_1",
cells_and_area,final_util,50.0,%
final_timing,setup_viol,1,
worst_setup_path,crit_family,"adder cells",
place,place_area,0.00172,mm²
yosys,ys_warn_count,0,
final_timing,max_clock_freq,0.153,GHz
worst_setup_path,critical_path.max_fanout,1,
yosys,common_cells,"inv_1, fa_1, xnor2_1, ha_1, xor2_1",
place,gp_congestion,0.713,
grt,grt_overflow,0,
final_timing,slew_headroom,86.0,%
cells_and_area,syn2layout_area_growth,59.3,%
cells_and_area,drive_above_1_share,31.3,%
floorplanning,die-area,0.00373,mm²
final_timing,report.final.slew_viol_count,0,
floorplanning,die_y,61.1,µm
place,port-buffer-count,60,
yosys,yosysMostFrequentCell,"inv_1",
routing,routed_wirelength,1730,µm
worst_setup_path,crit_required,4.88,ns
routing,vias,792,
status,failed_checks,"negative setup slack",
floorplanning,fp.dieW,61.1,µm
pwr,peakVddDrop,0.271,mV
cells_and_area,ff_latch_area,0,µm²
clock_network,ctsHoldBuffers,0,
cells_and_area,finalInstanceArea,0.00167,mm²
routing,diodes,0,
routing,via_per_inst,3.74,
final_timing,setup_ws,-0.441,ns
cells_and_area,nClkBuffers,0,
status,status,"finished with violations",
yosys,ys_cells,106,
worst_setup_path,crit_path_end_kind,"output port",
yosys,largest_area_cell,"fa_1",
place,dp.cells,212,
routing,antenna_left,0,
grt,grt_pass1_vias,839,
==> layer usage <==
metal	part of all wire, %	vias up	global-route usage (%)	wire (µm)
met2	46	46	18.6	798
met4	0	0	0	0
met5	0	-	0	0
li1	-	394	-	-
met1	40	352	15.4	685
met3	14	0	2.13	243
==> logic make-up (layout without fill, tap and decap cells) <==
| kind of cell | after synthesis | in the layout | share of synthesized area, % |
|---|---|---|---|
| adder cells (fa/ha/maj) | 36 | 36 | 64.5 |
| buffers and inverters | 51 | 111 | 18.3 |
| XOR/XNOR | 19 | 19 | 17.2 |
==> where the power goes <==
group / internal, mW / switching, mW
Combinational: 0.342 / 0.229
Sequential: 0 / 0
Clock: 0 / 0
Total: 0.342 / 0.229
==> worst paths after layout <==
kind / endpoint / slack, ns / depth (start not counted)
min: sum[4] / 3.40 / 6
max: sum[4] / -0.44 / 18
==> worst min-delay path: cells and delay by family <==
family | cells | cell delay [ns]
XOR/XNOR | 3 | 0.49
adder cells (fa/ha/maj) | 1 | 0.18
buffers and inverters | 2 | 0.30
==> cells in the final DEF (no fill, tap or decap), types with 2 or more instances in the layout <==
cell and instances:
inv_2 27, clkdlybuf4s50_1 25, inv_1 23, dlygate4sd2_1 23, fa_1 18, xnor2_1 15
fa_2 12, buf_2 8, ha_1 5, xor2_1 3, clkbuf_2 2
==> through the flow <==
| step | worst slack, ns | hold WS (ns) | power [mW] |
|---|---|---|---|
| floorplan | -0.109 | 2.63 | 0.338 |
| detailed placement | -1.27 | 3.60 | 0.632 |
| global placement | -1.26 | 3.60 | 0.632 |
| finish | -0.441 | 3.40 | 0.571 |
| global route | -0.608 | 3.46 | 0.667 |
| CTS | -0.472 | 3.43 | 0.600 |
==> area by class of cell <==
class                      count  area [µm²]
fill                         346        1670
inverter                      51         199
multi-input combinational     55         888
tap                           46        57.6
timing repair buffer          60         523
==> what timing repair did <==
item,in CTS,in global routing
gates cloned,0,0
resized,95,4
endpoints found under the setup margin,4,2
pin swaps,30,0
setup buffers,0,0
Power is estimated from default activity; no workload was simulated.
