`flow/run.sh`:
```
#!/bin/bash
# OpenROAD 26Q1-2900-gdf79404cd8, Yosys 0.63+post, stock flow scripts
make -C /OpenROAD-flow-scripts/flow DESIGN_CONFIG=/design/flow/config.mk WORK_HOME=/design/flow/orfs finish
```
`flow/config.mk`:
```
export PLATFORM = sky130hd
export DESIGN_NAME = cdma
export DESIGN_NICKNAME = cdma
export VERILOG_FILES = /design/flow/design.v
export SDC_FILE = /design/flow/constraint.sdc
export NUM_CORES = 4
export LEC_CHECK = 1
export CORE_AREA = 10 10 70 70
export DIE_AREA = 0 0 80 80
```
`flow/constraint.sdc`:
```
current_design cdma

set clk_period 3.0
set clk_io_pct 0.2

create_clock -name clk0 -period $clk_period

set non_clock_inputs [all_inputs -no_clocks]
set_input_delay [expr $clk_period * $clk_io_pct] -clock clk0 $non_clock_inputs
set_output_delay [expr $clk_period * $clk_io_pct] -clock clk0 [all_outputs]
```
`flow/design.v`:
```
`timescale 1ns/10ps
module fulladder(
	input a,
	input b,
	input cin,
	output cout,
	output s
);
	wire ci, si, ci2;
	halfadder ha1(
		.a (a),
		.b (b),
		.c (ci),
		.s (si)
	);
	halfadder ha2(
		.a (si),
		.b (cin),
		.c (ci2),
		.s (s)
	);
	assign cout = ci | ci2;
endmodule 
`timescale 1ns/10ps
module halfadder(
	input a,
	input b,
	output reg c,
	output reg s
);
	always @(a or b) begin
		s = a ^ b;
		c = a & b;
	end
endmodule
`timescale 1ns/10ps
module adder42(
  input a,
  input b,
  input c,
  input d,
  input ci,
  output co,
  output c1,
  output s
);
wire so;  
fulladder FA1(
  .a (a),
  .b (b),
  .cin (c),
  .cout (co),
  .s (so)
);
fulladder FA2(
  .a (so),
  .b (d),
  .cin (ci),
  .cout (c1),
  .s (s)
);
endmodule
`timescale 1ns/10ps
module cdma (
  input [10:0] num,
  output reg [4:0] out
);
wire GND;  
assign GND = 1'b0;
  wire [1:0] st11, st12, st13, st14;  
  fulladder FA11 (
    .a (num[0]),
    .b (num[1]),
    .cin (num[2]),
    .cout (st11[1]),
    .s (st11[0])
  );
  fulladder FA12 (
    .a (num[3]),
    .b (num[4]),
    .cin (num[5]),
    .cout (st12[1]),
    .s (st12[0])
  );
  fulladder FA13 (
    .a (num[6]),
    .b (num[7]),
    .cin (num[8]),
    .cout (st13[1]),
    .s (st13[0])
  );
  assign st14 = {num[9] & num[10], num[9] ^ num[10]};
  wire [2:0] st21;
  wire [1:0] st22;  
  wire co;  
  adder42 A21 (
    .a (st11[0]),
    .b (st12[0]),
    .c (st13[0]),
    .d (st14[0]),
    .ci (GND),
    .co (co),
    .c1 (st21[1]),
    .s (st21[0])
  );
  adder42 A22 (
    .a (st11[1]),
    .b (st12[1]),
    .c (st13[1]),
    .d (st14[1]),
    .ci (co),
    .co (st21[2]),
    .c1 (st22[1]),
    .s (st22[0])
  );
  reg [3:0] st3;
  always @(st21 or st22) begin
    st3 = st21 + {st22,1'b0};
    case (st3)
      4'b0000: out = 5'b10101;  
      4'b0001: out = 5'b10111;  
      4'b0010: out = 5'b11001;  
      4'b0011: out = 5'b11011;  
      4'b0100: out = 5'b11101;  
      4'b0101: out = 5'b11111;  
      4'b0110: out = 5'b00001;  
      4'b0111: out = 5'b00011;  
      4'b1000: out = 5'b00101;  
      4'b1001: out = 5'b00111;  
      4'b1010: out = 5'b01001;  
      4'b1011: out = 5'b01011;  
      default: out = 5'b00000;  
    endcase
  end
endmodule
```
==> impl_metrics.yaml <==
# physical design summary
final_timing:
  rsz0062_at_grt: "yes"
  fin_ws_ns: -1.062
  final_hold_viol_count: 0
  drv_slew: 0
  setup_tns_ns: -5.004
  relSlewSlack_pct: 89.09
  period_used_pct: 135.4
  setup_violations: 5
  fmax_mhz: 246.2
  min_period_ns: 4.062
  worst-slew-pin-transition_ns: 0.1633
  holdWs_ns: 2.134
synth:
  top_area_cell: "fa_1"
  synthCells: 26
  yosys-top-cells-count: "inv_1, fa_1, ha_1"
  synth_area_per_cell_um2: 9.817
  yosysChipArea_um2: 255.2
  yosysCellCount: 26
  top_cell: "inv_1"
  ys_seq_share_pct: 0
  ys_types: 9
  top_area_share_pct: 54.90
  netlist_area_um2: 255.2
  area_leaders: "fa_1, ha_1, inv_1, and2_1, nand2_2"
  yosys_warnings: 2
power:
  p_sw_share_pct: 38.53
  p_int_mw: 0.2324
  p_clk_share_pct: 0
  powerDensity_nw_per_um2: 721.2
  seq_power_share_pct: 0
  switchingPower_mw: 0.1457
  comb_power_share_pct: 100.0
  leakagePower_nw: 0.2407
  peakVddDrop_v: 0.0003700
worst_setup_path:
  cp_data_arrival_time_ns: 3.46
  crit_path_max_fanout: 2
  critical_path_required_ns: 2.40
  critPathKind: "in2out"
  critPathLaunch: "num[0]"
  worstSetupEndpointType: "output port"
  critPathLaunchType: "input pin"
route:
  via_count: 232
  dr.pass1.iters: 2
  drc: 0
  wl_um: 786
  diodes: 0
  drtAntennaViolNets: 0
  via_per_inst: 2.495
  drt_iter0_drc: 1
  wire_per_inst_um: 8.452
placed_design:
  gp_congestion: 0.7902
  io_buffers: 16
  hpwlAfterDp_um: 701.8
global_routing:
  grt_max_degree: 6
  grt.overflow.total: 0
  grt_pass1_vias: 274
  grt_first_pass_wirelength_um: 1276
  grt_usage_pct: 2.444
  antenna_found_initial: 0
cells_and_area:
  nClkBuffers: 0
  drive_gt1_share_pct: 68.09
  area_growth_pct: 105.4
  fill_cells: 387
  flops: 0
  regArea_um2: 0
job:
  max_cap_violations: 0
  warning_count: 35
die:
  fp_util_pct: 7.473
  chipArea_um2: 6400
  coreArea_um2: 3416
  pin_count: 16
  die_w_um: 80
  die-height_um: 80
  placementRows: 21
worst_hold_path:
  hold_class: "in2out"
  min_from: "num[10]"
  hold_path_depth: 5
  hold_end: "out[1]"
outcome:
  status: "finished, violations left"
  failed_checks: "negative setup slack"
==> area by class of cell <==
class / count / area [um2] / share of cell area (%)
repair buffers: 21 / 166.4 / 31.74
well taps: 46 / 57.56 / 10.98
inverters: 9 / 33.78 / 6.444
multi-input cells: 17 / 266.5 / 50.84
==> worst max path at each step <==
stage / to / slack [ns] / cells past startpoint
4_1_cts: out[3] / -1.07 / 13
6_report: out[3] / -1.06 / 13
5_1_grt: out[3] / -1.15 / 13
==> logic make-up (layout without fill, tap and decap cells) <==
kind of cell | count (synthesis) | after routing | share of synthesized area [%]
simple gates | 4 | 4 | 7.843
compound gates | 2 | 2 | 4.411
buf+inv | 9 | 30 | 13.23
fa+ha+maj | 11 | 11 | 74.51
==> worst max-delay path: stages <==
cell and delay (ns):
buf_6 0.09, fa_2 0.55, inv_2 0.04, fa_2 0.38, fa_1 0.55, inv_1 0.05
ha_2 0.16, fa_2 0.58, buf_6 0.12, buf_6 0.09, buf_6 0.08, o22ai_2 0.04
buf_2 0.11
==> power groups by stage <==
stage     Combinational, mW  Sequential, mW  Clock (mW)
5_1_grt               0.429               0           0
4_1_cts               0.371               0           0
6_report              0.378               0           0
==> through the flow <==
| step | area (um2) | power (mW) | utilization [%] | setup slack, ns | cells |
|---|---|---|---|---|---|
| final | 524.3 | 0.3781 | 15.35 | -1.062 | 93 |
| after global routing | 524.3 | 0.4292 | 15.35 | -1.153 | 93 |
| after CTS | 518.0 | 0.3711 | 15.16 | -1.071 | 93 |
| after detailed placement | 505.5 | 0.2973 | 14.80 | -1.847 | 91 |
| after global placement | 505.5 | 0.2942 | 14.80 | -1.822 | 91 |
| after floorplan | 265.3 | 0.1142 | - | -0.8066 | 26 |
==> metal layers <==
layer | GRT usage [%] | vias up | routed length, um
met5 | 0 | - | 0
met4 | 0 | 0 | 0
met2 | 3.130 | 15 | 227
met3 | 1.136 | 0 | 122
met1 | 3.776 | 98 | 436
li1 | - | 119 | -
==> cell usage in the layout, fill, tap and decap left out <==
cell type        Yosys  layout
buf_2                0      10
buf_6                0       7
inv_1                9       6
fa_2                 0       5
inv_2                0       3
fa_1                 7       2
ha_1                 4       2
clkdlybuf4s50_1      0       2
a21oi_2              0       1
nand2_4              0       1
and2_4               0       1
nor2_1               1       1
nand2_1              1       1
o22ai_2              0       1
ha_2                 0       1
ha_4                 0       1
clkdlybuf4s15_1      0       1
buf_4                0       1
==> what timing repair did <==
action,in CTS,in global routing
setup buffers,2,0
pin swaps,10,0
hold buffers,0,0
endpoints found under the setup margin,5,5
resized,67,1
endpoints found under the hold margin,0,0
Power figures rest on the tool's default switching activity, not on a simulated workload.
