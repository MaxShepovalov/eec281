==> ./design.v <==
`timescale 1ns/10ps
module fulladder(
	input a,
	input b,
	input cin,
	output cout,
	output s
);
	wire ci, si, ci2;
	halfadder ha1(
		.a (a),
		.b (b),
		.c (ci),
		.s (si)
	);
	halfadder ha2(
		.a (si),
		.b (cin),
		.c (ci2),
		.s (s)
	);
	assign cout = ci | ci2;
endmodule 
`timescale 1ns/10ps
module halfadder(
	input a,
	input b,
	output reg c,
	output reg s
);
	always @(a or b) begin
		s = a ^ b;
		c = a & b;
	end
endmodule
`timescale 1ns/10ps
module adder42(
  input a,
  input b,
  input c,
  input d,
  input ci,
  output co,
  output c1,
  output s
);
wire so;  
fulladder FA1(
  .a (a),
  .b (b),
  .cin (c),
  .cout (co),
  .s (so)
);
fulladder FA2(
  .a (so),
  .b (d),
  .cin (ci),
  .cout (c1),
  .s (s)
);
endmodule
`timescale 1ns/10ps
module add6 (
  input [3:0] a,
  input [3:0] b,
  input [3:0] c,
  input [3:0] d,
  input [3:0] e,
  input [3:0] f,
  output reg [5:0] out
);
  wire [3:0] st11, st12, st13, st14;
  fulladder FA1 (
    .a (a[0]),
    .b (b[0]),
    .cin (c[0]),
    .cout (st11[1]),
    .s (st11[0])
  );
  fulladder FA2 (
    .a (a[1]),
    .b (b[1]),
    .cin (c[1]),
    .cout (st13[1]),
    .s (st13[0])
  );
  fulladder FA3 (
    .a (a[2]),
    .b (b[2]),
    .cin (c[2]),
    .cout (st11[3]),
    .s (st11[2])
  );
  fulladder FA4 (
    .a (a[3]),
    .b (b[3]),
    .cin (c[3]),
    .cout (st13[3]),
    .s (st13[2])
  );
  fulladder FA5 (
    .a (d[0]),
    .b (e[0]),
    .cin (f[0]),
    .cout (st12[1]),
    .s (st12[0])
  );
  fulladder FA6 (
    .a (d[1]),
    .b (e[1]),
    .cin (f[1]),
    .cout (st14[1]),
    .s (st14[0])
  );
  fulladder FA7 (
    .a (d[2]),
    .b (e[2]),
    .cin (f[2]),
    .cout (st12[3]),
    .s (st12[2])
  );
  fulladder FA8 (
    .a (d[3]),
    .b (e[3]),
    .cin (f[3]),
    .cout (st14[3]),
    .s (st14[2])
  );
  wire [3:0] co;  
  wire [5:0] sm1;  
  wire [4:0] sm2;  
  halfadder HA1 (
    .a (st11[0]),
    .b (st12[0]),
    .c (sm1[1]),
    .s (sm1[0])
  );
  adder42 A1 (
    .a  (st11[1]),
    .b  (st12[1]),
    .c  (st13[0]),
    .d  (st14[0]),
    .ci (1'b0),  
    .co (co[0]),
    .c1 (sm2[1]),
    .s  (sm2[0])
  );
  adder42 A2 (
    .a  (st11[2]),
    .b  (st12[2]),
    .c  (st13[1]),
    .d  (st14[1]),
    .ci (co[0]),
    .co (co[1]),
    .c1 (sm1[3]),
    .s  (sm1[2])
  );
  adder42 A3 (
    .a  (st11[3]),
    .b  (st12[3]),
    .c  (st13[2]),
    .d  (st14[2]),
    .ci (co[1]),
    .co (co[2]),
    .c1 (sm2[3]),
    .s  (sm2[2])
  );
  adder42 A4 (
    .a  (st13[2]),
    .b  (st14[2]),
    .c  (st13[3]),
    .d  (st14[3]),
    .ci (co[2]),
    .co (co[3]),
    .c1 (sm1[5]),
    .s  (sm1[4])
  );
  adder42 A5 (
    .a  (st13[3]),
    .b  (st14[3]),
    .c  (st13[2]),
    .d  (st14[2]),
    .ci (co[3]),
    .co (),
    .c1 (),
    .s  (sm2[4])
  );
  always @(sm1 or sm2)
    out = sm1 + {sm2, 1'b0};
endmodule
==> ./run.sh <==
#!/bin/bash
# OpenROAD 26Q1-2900-gdf79404cd8, Yosys 0.63+post, stock flow scripts
make -C /OpenROAD-flow-scripts/flow DESIGN_CONFIG=/design/flow/config.mk WORK_HOME=/design/flow/orfs finish
==> ./config.mk <==
export PLATFORM = sky130hd
export DESIGN_NAME = add6
export DESIGN_NICKNAME = add6
export VERILOG_FILES = /design/flow/design.v
export SDC_FILE = /design/flow/constraint.sdc
export NUM_CORES = 4
export LEC_CHECK = 1
export CORE_AREA = 10 10 71 71
export DIE_AREA = 0 0 81 81
==> ./constraint.sdc <==
current_design add6

set clk_period 5.7
set clk_io_pct 0.2

create_clock -name clk0 -period $clk_period

set non_clock_inputs [all_inputs -no_clocks]
set_input_delay [expr $clk_period * $clk_io_pct] -clock clk0 $non_clock_inputs
set_output_delay [expr $clk_period * $clk_io_pct] -clock clk0 [all_outputs]
==> qor.csv <==
stage,metric,value,unit
worst_hold_path,min_delay_worst_type,in -> out,
floorplan,top_level_ports,30,
detailed_routing,drt_wl_total,1.20,mm
critical_path,critical_path_peak_fanout,2,
power_and_ir_drop,power_report.internal_total,0.000192,W
power_and_ir_drop,power.ir.vdd_worst,95.6,uV
logic_synthesis,synth_area_per_cell,10.1,sq um
sta,layout_setup_ws,0.129,ns
global_routing,antenna_found_initial,0,
logic_synthesis,ys_sh_simple,0.0231,
critical_path,crit_end,out[5],
floorplan,placementRows,22,
detailed_routing,wl_per_cell,8.79,um
floorplan,x_dimension_of_the_die,81,um
critical_path,crit_start,a[1],
sta,finalMaxSlewViolations,0,
place,dp.final_hpwl,1.19,mm
detailed_routing,post-route-drc-count,0,
logic_synthesis,top_logic_kind,adder cells,
power_and_ir_drop,cellLeakagePower,0.454,nW
power_and_ir_drop,combPwrFrac,1.000,
detailed_routing,detail_route.first_pass.iterations,4,
power_and_ir_drop,powerDensity,306,nW/um^2
critical_path,timing.critical_path.required,4.56,ns
floorplan,die_h,81,um
sta,worst-slew-pin-transition,0.175,ns
status,status,completed,
floorplan,dieArea,6560,sq um
global_routing,first_global_vias,416,
final_layout,mi_comb_area,524,sq um
power_and_ir_drop,power.net_switching,0.000106,W
detailed_routing,first_iter_violations,6,
detailed_routing,via_per_inst,3.21,
final_layout,drive_above_1_share,0.0455,
final_layout,syn2layout_area_growth,63.4,%
logic_synthesis,synth_adder_area_share,0.664,
floorplan,core-area,3630,sq um
global_routing,grt_pass1_wl,1.88,mm
sta,achievable-frequency,180,MHz
floorplan,fp_util,0.164,
logic_synthesis,synth_sequential_area_ratio,0,
clocking,cts_hold_buf,0,
critical_path,end_kind,output pin,
final_layout,layout_clock_buffer_count,0,
job,max_cap_viol_count,0,
power_and_ir_drop,p_sw_frac,0.355,
place,placement.io_buffers,30,
sta,slew_headroom,0.882,
critical_path,worstSetupStartpointType,input pin,
logic_synthesis,yosys_warnings,2,
logic_synthesis,ys_cells,59,
final_layout,post_layout_instance_count_excluding_filler_cells,136,
power_and_ir_drop,power.share.clock,0,
sta,min_period_over_period,0.977,
global_routing,grt_start_max_net_pins,4,
detailed_routing,drtAntennaViolNets,0,
global_routing,groute.usage.overall,0.0347,
sta,finalSetupTns,0,ns
logic_synthesis,synth-compound-area-share,0.0294,
place,globalplace.congestion,0.742,
logic_synthesis,syn-cell-area,596,sq um
logic_synthesis,post_synth_num_cell_types,11,
sta,post-route-min-period,5.57,ns
logic_synthesis,synth-xor-area-share,0.126,
detailed_routing,dr_total_vias,437,
final_layout,n_fill_cell,387,
detailed_routing,num_antenna_cells,0,
sta,final_hold_viol_count,0,
critical_path,worst-setup-path-type,in -> out,
clocking,postCtsSetupRepairBufs,0,
power_and_ir_drop,seqPwrFrac,0,
logic_synthesis,ys_area,596,sq um
final_layout,seq_cells,0,
logic_synthesis,area_fraction_in_mux_cells,0,
job,openroad.warnings,32,
sta,setup_violations,0,
final_layout,sequential_cell_area,0,sq um
critical_path,cp.arrival,4.43,ns
logic_synthesis,post_synth_inst_count,59,
place,place.detailed.instances,136,
global_routing,overflow_left_after_global_routing,0,
place,setup_slack_at_placement,-0.0342,ns
[area by class of cell]
class,count,area share
Inverter,23,0.0887
Tap cell,48,0.0617
Timing Repair Buffer,30,0.311
Multi-Input combinational cell,35,0.539
[worst max-delay path, stage by stage]
cell and delay (ns):
sky130_fd_sc_hd__clkdlybuf4s50_1 0.43, sky130_fd_sc_hd__fa_1 0.54, sky130_fd_sc_hd__inv_1 0.05, sky130_fd_sc_hd__fa_1 0.47, sky130_fd_sc_hd__inv_1 0.04, sky130_fd_sc_hd__ha_1 0.27, sky130_fd_sc_hd__ha_1 0.18, sky130_fd_sc_hd__inv_1 0.06
sky130_fd_sc_hd__fa_2 0.34, sky130_fd_sc_hd__nand2b_1 0.16, sky130_fd_sc_hd__a21oi_2 0.13, sky130_fd_sc_hd__xnor2_1 0.12, sky130_fd_sc_hd__clkdlybuf4s50_1 0.48
[layer usage]
metal / global-route usage / part of all wire
met1: 0.0522 / 0.45
met2: 0.0510 / 0.47
met3: 0.0111 / 0.075
met4: 0 / 0
met5: 0 / 0
[cells by family (layout without fill, tap and decap cells)]
group,count (synthesis),count (layout)
and+or+nand+nor,3,3
adders and majority gates,22,22
xor gates and xnor gates,7,7
AOI/OAI and AO/OA,3,3
buffers and inverters,24,53
[cells in the mapped netlist]
master                      n  share of area
sky130_fd_sc_hd__inv_1     23           0.14
sky130_fd_sc_hd__fa_1      16           0.54
sky130_fd_sc_hd__ha_1       6           0.13
sky130_fd_sc_hd__xnor2_1    5          0.074
sky130_fd_sc_hd__a21oi_1    2          0.017
sky130_fd_sc_hd__nor2_1     2          0.013
sky130_fd_sc_hd__a21o_1     1          0.013
sky130_fd_sc_hd__buf_4      1          0.013
sky130_fd_sc_hd__nand2b_1   1          0.011
sky130_fd_sc_hd__xnor3_1    1          0.038
sky130_fd_sc_hd__xor2_1     1          0.015
[layout by cell type (no fill, tap or decap)]
cell	Yosys	layout
sky130_fd_sc_hd__ha_4	0	1
sky130_fd_sc_hd__a21oi_2	0	2
sky130_fd_sc_hd__fa_1	16	15
sky130_fd_sc_hd__xor2_1	1	1
sky130_fd_sc_hd__fa_2	0	1
sky130_fd_sc_hd__nand2b_1	1	1
sky130_fd_sc_hd__xnor2_1	5	5
sky130_fd_sc_hd__clkdlybuf4s50_1	0	29
sky130_fd_sc_hd__xnor3_1	1	1
sky130_fd_sc_hd__ha_1	6	5
sky130_fd_sc_hd__dlymetal6s2s_1	0	1
sky130_fd_sc_hd__nor2_1	2	2
sky130_fd_sc_hd__a21o_1	1	1
sky130_fd_sc_hd__inv_1	23	23
[repair_timing]
| action | 4_1_cts | 5_1_grt |
|---|---|---|
| gates cloned | 0 | 0 |
| endpoints found under the setup margin | 2 | 2 |
| pin swaps | 1 | 3 |
| gates resized | 1 | 4 |
[worst min path at each step]
stage | startpoint | endpoint | cells after the start
after CTS | f[0] | out[0] | 4
after global routing | f[0] | out[0] | 4
final | f[0] | out[0] | 4
[per-stage QoR]
stage / area (sq um) / total power (W) / util / hold WS [ns]
after floorplan: 596 / 0.000145 / - / 2.60
after global placement: 948 / 0.000289 / 0.261 / 3.48
after detailed placement: 948 / 0.000291 / 0.261 / 3.50
after CTS: 951 / 0.000295 / 0.262 / 3.50
after global routing: 973 / 0.000342 / 0.268 / 3.54
final: 973 / 0.000298 / 0.268 / 3.48
[power groups by stage]
stage	combinational [W]	clock (W)	sequential (W)
final	0.000298	0	0
after global routing	0.000342	0	0
after CTS	0.000295	0	0
Power is estimated from default activity; no workload was simulated.
