[flow/design.v]
`timescale 1ns/10ps
module ha (
    input a,
    input b,
    output c,
    output s
    );
    assign s = a ^ b;
    assign c = a & b;
endmodule  
module fa (
    input a,
    input b,
    input c,
    output carry,
    output sum
    );
    assign carry = (a & b) | ( (a ^ b) & c);
    assign sum = a ^ b ^ c;
endmodule  
module add42(
    input a,
    input b,
    input c,
    input d,
    input ci,
    output co,  
    output cc,  
    output s
    );
    wire s_internal;
    fa abc (.a (a), .b (b), .c (c), .carry(cc), .sum (s_internal));
    fa scc (.a (s_internal), .b (d), .c (ci), .carry(co), .sum (s));
endmodule  
module mult (
    input [7:0] a,
    input [7:0] b,
    input clk,
    output reg [15:0] out
);
    reg [7:0] a_r, b_r;
    always @(posedge clk) begin
        a_r <= #1 a;
        b_r <= #1 b;
    end
    wire [7:0] p0,p1,p2,p3,p4,p5,p6,p7;
    assign p0 = a_r & {b_r[0], b_r[0], b_r[0], b_r[0], b_r[0], b_r[0], b_r[0], b_r[0]};
    assign p1 = a_r & {b_r[1], b_r[1], b_r[1], b_r[1], b_r[1], b_r[1], b_r[1], b_r[1]};
    assign p2 = a_r & {b_r[2], b_r[2], b_r[2], b_r[2], b_r[2], b_r[2], b_r[2], b_r[2]};
    assign p3 = a_r & {b_r[3], b_r[3], b_r[3], b_r[3], b_r[3], b_r[3], b_r[3], b_r[3]};
    assign p4 = a_r & {b_r[4], b_r[4], b_r[4], b_r[4], b_r[4], b_r[4], b_r[4], b_r[4]};
    assign p5 = a_r & {b_r[5], b_r[5], b_r[5], b_r[5], b_r[5], b_r[5], b_r[5], b_r[5]};
    assign p6 = a_r & {b_r[6], b_r[6], b_r[6], b_r[6], b_r[6], b_r[6], b_r[6], b_r[6]};
    assign p7 = (~a_r) & {b_r[7], b_r[7], b_r[7], b_r[7], b_r[7], b_r[7], b_r[7], b_r[7]};
    wire [11:0] st2_p0;
    wire [12:2] st2_p1;
    wire [15:4] st2_p2;
    wire [15:6] st2_p3;
    wire [7:0] st2_c1;  
    wire [9:0] st2_c2;  
    assign st2_p0[0] = p0[0];
    assign st2_p2[4] = p4[0];
    ha    st2_t_col1  (.a (p0[1]), .b (p1[0]),                                                           .c  (st2_p1[2]),  .s (st2_p0[1]));
    fa    st2_t_col2  (.a (p0[2]), .b (p1[1]), .c (p2[0]),                                            .carry (st2_p1[3]), .sum (st2_p0[2]));
    add42 st2_t_col3  (.a (p0[3]), .b (p1[2]), .c (p2[1]), .d (p3[0]), .ci (1'b0),      .cc (st2_c1[0]), .co (st2_p1[4]),  .s (st2_p0[3]));
    add42 st2_t_col4  (.a (p0[4]), .b (p1[3]), .c (p2[2]), .d (p3[1]), .ci (st2_c1[0]), .cc (st2_c1[1]), .co (st2_p1[5]),  .s (st2_p0[4]));
    add42 st2_t_col5  (.a (p0[5]), .b (p1[4]), .c (p2[3]), .d (p3[2]), .ci (st2_c1[1]), .cc (st2_c1[2]), .co (st2_p1[6]),  .s (st2_p0[5]));
    add42 st2_t_col6  (.a (p0[6]), .b (p1[5]), .c (p2[4]), .d (p3[3]), .ci (st2_c1[2]), .cc (st2_c1[3]), .co (st2_p1[7]),  .s (st2_p0[6]));
    add42 st2_t_col7  (.a (p0[7]), .b (p1[6]), .c (p2[5]), .d (p3[4]), .ci (st2_c1[3]), .cc (st2_c1[4]), .co (st2_p1[8]),  .s (st2_p0[7]));
    add42 st2_t_col8  (.a (p0[7]), .b (p1[7]), .c (p2[6]), .d (p3[5]), .ci (st2_c1[4]), .cc (st2_c1[5]), .co (st2_p1[9]),  .s (st2_p0[8]));
    add42 st2_t_col9  (.a (p0[7]), .b (p1[7]), .c (p2[7]), .d (p3[6]), .ci (st2_c1[5]), .cc (st2_c1[6]), .co (st2_p1[10]), .s (st2_p0[9]));
    add42 st2_t_col10 (.a (p0[7]), .b (p1[7]), .c (p2[7]), .d (p3[7]), .ci (st2_c1[6]), .cc (st2_c1[7]), .co (st2_p1[11]), .s (st2_p0[10]));
    add42 st2_t_col11 (.a (p0[7]), .b (p1[7]), .c (p2[7]), .d (p3[7]), .ci (st2_c1[7]), .cc (),          .co (st2_p1[12]), .s (st2_p0[11]));
    add42 st2_b_col5  (.a (p4[1]), .b (p5[0]), .c (b_r[7]), .d (b_r[7]), .ci (1'b0), .cc (st2_c2[8]), .co  (st2_p3[6]),  .s (st2_p2[5]));
    add42 st2_b_col6  (.a (p4[2]), .b (p5[1]), .c (p6[0]), .d (b_r[7]), .ci (st2_c2[8]), .cc (st2_c2[9]), .co (st2_p3[7]), .s (st2_p2[6]));
    add42 st2_b_col7  (.a (p4[3]), .b (p5[2]), .c (p6[1]), .d (p7[0]), .ci (st2_c2[9]),      .cc (st2_c2[0]), .co (st2_p3[8]),  .s (st2_p2[7]));
    add42 st2_b_col8  (.a (p4[4]), .b (p5[3]), .c (p6[2]), .d (p7[1]), .ci (st2_c2[0]), .cc (st2_c2[1]), .co (st2_p3[9]),  .s (st2_p2[8]));
    add42 st2_b_col9  (.a (p4[5]), .b (p5[4]), .c (p6[3]), .d (p7[2]), .ci (st2_c2[1]), .cc (st2_c2[2]), .co (st2_p3[10]), .s (st2_p2[9]));
    add42 st2_b_col10 (.a (p4[6]), .b (p5[5]), .c (p6[4]), .d (p7[3]), .ci (st2_c2[2]), .cc (st2_c2[3]), .co (st2_p3[11]), .s (st2_p2[10]));
    add42 st2_b_col11 (.a (p4[7]), .b (p5[6]), .c (p6[5]), .d (p7[4]), .ci (st2_c2[3]), .cc (st2_c2[4]), .co (st2_p3[12]), .s (st2_p2[11]));
    add42 st2_b_col12 (.a (p4[7]), .b (p5[7]), .c (p6[6]), .d (p7[5]), .ci (st2_c2[4]), .cc (st2_c2[5]), .co (st2_p3[13]), .s (st2_p2[12]));
    add42 st2_b_col13 (.a (p4[7]), .b (p5[7]), .c (p6[7]), .d (p7[6]), .ci (st2_c2[5]), .cc (st2_c2[6]), .co (st2_p3[14]), .s (st2_p2[13]));
    add42 st2_b_col14 (.a (p4[7]), .b (p5[7]), .c (p6[7]), .d (p7[7]), .ci (st2_c2[6]), .cc (st2_c2[7]), .co (st2_p3[15]), .s (st2_p2[14]));
    add42 st2_b_col15 (.a (p4[7]), .b (p5[7]), .c (p6[7]), .d (p7[7]), .ci (st2_c2[7]), .cc (),          .co (),           .s (st2_p2[15]));
    wire [15:0] st3_p0;  
    wire [15:3] st3_p1;  
    wire [8:0] st3_c;   
    assign st3_p0[1:0] = st2_p0[1:0];
    ha st_b_col2     (.a (st2_p0[2]),  .b (st2_p1[2]),                                                                    .c  (st3_p1[3]),  .s (st3_p0[2]));
    ha st_b_col3     (.a (st2_p0[3]),  .b (st2_p1[3]),                                                                    .c  (st3_p1[4]),  .s (st3_p0[3]));
    fa st_b_col4     (.a (st2_p0[4]),  .b (st2_p1[4]),  .c (st2_p2[4]),                                                .carry (st3_p1[5]), .sum (st3_p0[4]));
    fa st_b_col5     (.a (st2_p0[5]),  .b (st2_p1[5]),  .c (st2_p2[5]),                                                .carry (st3_p1[6]), .sum (st3_p0[5]));
    add42 st_b_col6  (.a (st2_p0[6]),  .b (st2_p1[6]),  .c (st2_p2[6]),  .d (st2_p3[6]),  .ci (1'b0),     .cc (st3_c[0]), .co (st3_p1[7]),  .s (st3_p0[6]));
    add42 st_b_col7  (.a (st2_p0[7]),  .b (st2_p1[7]),  .c (st2_p2[7]),  .d (st2_p3[7]),  .ci (st3_c[0]), .cc (st3_c[1]), .co (st3_p1[8]),  .s (st3_p0[7]));
    add42 st_b_col8  (.a (st2_p0[8]),  .b (st2_p1[8]),  .c (st2_p2[8]),  .d (st2_p3[8]),  .ci (st3_c[1]), .cc (st3_c[2]), .co (st3_p1[9]),  .s (st3_p0[8]));
    add42 st_b_col9  (.a (st2_p0[9]),  .b (st2_p1[9]),  .c (st2_p2[9]),  .d (st2_p3[9]),  .ci (st3_c[2]), .cc (st3_c[3]), .co (st3_p1[10]), .s (st3_p0[9]));
    add42 st_b_col10 (.a (st2_p0[10]), .b (st2_p1[10]), .c (st2_p2[10]), .d (st2_p3[10]), .ci (st3_c[3]), .cc (st3_c[4]), .co (st3_p1[11]), .s (st3_p0[10]));
    add42 st_b_col11 (.a (st2_p0[11]), .b (st2_p1[11]), .c (st2_p2[11]), .d (st2_p3[11]), .ci (st3_c[4]), .cc (st3_c[5]), .co (st3_p1[12]), .s (st3_p0[11]));
    add42 st_b_col12 (.a (st2_p0[11]), .b (st2_p1[12]), .c (st2_p2[12]), .d (st2_p3[12]), .ci (st3_c[5]), .cc (st3_c[6]), .co (st3_p1[13]), .s (st3_p0[12]));
    add42 st_b_col13 (.a (st2_p0[11]), .b (st2_p1[12]), .c (st2_p2[13]), .d (st2_p3[13]), .ci (st3_c[6]), .cc (st3_c[7]), .co (st3_p1[14]), .s (st3_p0[13]));
    add42 st_b_col14 (.a (st2_p0[11]), .b (st2_p1[12]), .c (st2_p2[14]), .d (st2_p3[14]), .ci (st3_c[7]), .cc (st3_c[8]), .co (st3_p1[15]), .s (st3_p0[14]));
    add42 st_b_col15 (.a (st2_p0[11]), .b (st2_p1[12]), .c (st2_p2[15]), .d (st2_p3[15]), .ci (st3_c[8]), .cc (),         .co (),           .s (st3_p0[15]));
    reg [15:0] out_c;
    always @(st3_p0 or st3_p1) begin
        out_c = st3_p0 + {st3_p1, 3'b000};
    end
    always @(posedge clk) begin
        out <= #1 out_c;
    end
endmodule
[flow/run.sh]
#!/bin/bash
# OpenROAD 26Q1-2900-gdf79404cd8, Yosys 0.63+post, stock flow scripts
make -C /OpenROAD-flow-scripts/flow DESIGN_CONFIG=/design/flow/config.mk WORK_HOME=/design/flow/orfs finish
[flow/config.mk]
export PLATFORM = sky130hd
export DESIGN_NAME = mult
export DESIGN_NICKNAME = mult
export VERILOG_FILES = /design/flow/design.v
export SDC_FILE = /design/flow/constraint.sdc
export NUM_CORES = 4
export LEC_CHECK = 1
export CORE_UTILIZATION = 30
[flow/constraint.sdc]
current_design mult

set clk_period 5.1
set clk_io_pct 0.2

create_clock -name clk0 -period $clk_period [get_ports {clk}]

set non_clock_inputs [all_inputs -no_clocks]
set_input_delay [expr $clk_period * $clk_io_pct] -clock clk0 $non_clock_inputs
set_output_delay [expr $clk_period * $clk_io_pct] -clock clk0 [all_outputs]
==> run notes <==
State of the implementation.

- The type of the worst setup path is reg -> reg, for reference.
- The half-perimeter wire length after placement is 4.07 mm, for reference.
- Of all nets on the critical path, the largest fanout is 9.
- The total global routing overflow is 0, for reference.
- After synthesis, the cell types taking the most area are sky130_fd_sc_hd__fa_1, sky130_fd_sc_hd__dfxtp_1, sky130_fd_sc_hd__ha_1.
- According to the timing report, the arrival time at the worst endpoint equals 4.57 ns.
- Across the VDD grid, the largest voltage drop is 227 uV.
- The clock sink total is 32, for reference.
- The areal power density over the cells is 516 mW/mm2, for reference.
- In the final timing run, aggregate negative setup slack is 0 ns.
- The row count is 35, for reference.
- The sum of internal, switching and leakage power is roughly 1.8 mW, for reference.
- The most instantiated logic cell after routing is sky130_fd_sc_hd__fa_1, for reference.
- The share of the yosys chip area belonging to registers is 0.224, for reference.
- The shortest clock period the worst path allows after layout is 4.35 ns, for reference.
- Per the run summary, max-cap violations total 0.
- The total non-filler cell area in the finished layout is ~0.0034 mm2, for reference.
- The data required time of the critical path is 5.31 ns, for reference.
- The initial antenna violation count came to 0.
- In this run the layout overhead on the synthesized area is reported as 19.0%.
- Per the post-synthesis stats, the area per cell is 10.1 um2.
- The count of buffers added on input and output ports is 32.
- CTS built an H-tree with a depth of 2.
- The synthesis-stage register bit count is 32, for reference.
- The clock transition at the registers of the reported paths is 0.07 ns, for reference.
- Counting the warning lines in the Yosys log gives 1.
- The category of the worst setup path launch point is a register, for reference.
- Note that the worst hold path type here is reg -> reg.
- The routed design shows a wire length per standard cell of 11.1 um.
- The cell count listed in synth_stat.txt is 283, for reference.
- The total placed instance area is 0.00331 mm2, for reference.
- According to the floorplan report, the die width is 99.6 um.
- The run finished with clean final reports.
- The count of final hold-check violations is 0, for reference.
- The via count is roughly 2,000, for reference.
- The count of boundary I/O pins is 33, for reference.
- The endpoint kind of the worst setup timing path is a register, for reference.
- The initial standard-cell utilization of the core is 0.310, for reference.
- The via count of the first global-routing pass is around 2,000, for reference.
- Setup repair after global routing left no endpoint under its margin.
- TritonCTS built the clock tree.
- Looking at the cell usage after synthesis, the top flip-flop cell is sky130_fd_sc_hd__dfxtp_1.
- TritonRoute reported its final design rule violation total as 0.
- The maximum buffer depth of the clock tree is 2, for reference.
- The full die area is 0.00993 mm2, for reference.
- Timing analysis after detailed placement gives a worst setup slack of 0.737 ns.
- In this design, the critical path's most frequently occurring cell is sky130_fd_sc_hd__fa_1.
- Per the synthesis report, the dominant area consumer among library cells is sky130_fd_sc_hd__fa_1.
- The leakage power is 1.47 nW, for reference.
- The layout summary lists the proportion of cells stronger than drive strength 1 as 0.0505.
- Per STA, the highest per-stage delay on the worst path measures 0.81 ns.
- The first global-routing pass estimated between 8 and 9 mm of wire.
- Per the OpenROAD floorplan log, the area of the core is ~0.009 mm2.
- Static timing analysis puts the maximum clock frequency at 0.230 GHz.
- The area share of the leading cell type in the synthesized netlist is 0.350, for reference.
- Summing over the stages, the warning tally comes to 27.
- The die is about 100 um tall.
- For this run, the chip area from Yosys synthesis comes to 0.00286 mm2.
- The total antenna diodes in the routed design is 0, for reference.
- Summed over all layers, the routed wires come to between 4 and 5 mm.
- Clock skew on the completed layout was measured at around 0.0066 ns.
- The post-synth tally of flip-flops with integrated enable is 0, for reference.
- Looking at the clock tree report, the root buffer type is sky130_fd_sc_hd__clkbuf_8.
- The remaining antenna violation count is 0, for reference.
- Post-CTS timing repair inserted 0 buffers for setup.
- The combined global-route utilization of all metal layers is 0.111, for reference.
- Checking max transition, the worst relative margin is 0.650.
- The congestion estimate from routability-driven global placement came to about 0.88.
- The transition time at the pin with the least slew margin is approximately 0.52 ns, for reference.
- The mapped netlist covers between 0.002 and 0.003 mm2.
- The latest clock arrival within the worst-skew pair is 0.28 ns, for reference.
- Setup violations remaining at the end of the flow were counted as 0.
- For this run, the detailed router reports a per-instance via density of between 4 and 5.
- The share of the clock period used by the worst path is 0.854, for reference.
- Per STA, the worst path is made up of and2_1, ha_1, xor2_1, fa_1, fa_1, fa_1, inv_1, ha_1, a21oi_2, o21ai_1, or3_1, o21bai_2, xnor2_1.
- Entering global routing, the biggest net connects 13 pins.
- In the layout the commonest cells are sky130_fd_sc_hd__fa_1, sky130_fd_sc_hd__nand2_1, sky130_fd_sc_hd__inv_1.
- The async set-reset flop share out of synthesis is 0, for reference.
- In the final report, the number of pins over their slew limit comes to 0.
- Once the clock tree was built, the resizer swapped 0 gates to a different size.
- The highest-delay cell along the critical path is sky130_fd_sc_hd__fa_1, for reference.
- The worst setup slack after layout is 0.745 ns, for reference.
- The first TritonRoute pass finished after 4 iterations.
- Per the TritonCTS log, the buffer count is 5.
- Synthesis produced about 280 cells.
- The count of distinct cell types in the synthesized netlist is 35, for reference.
- Hold is met by around 0.59 ns.
- Per the log, the first TritonRoute iteration ended with a DRC count of about 80.
- The number of hold buffers added after CTS was 0.
==> routing by layer <==
| metal | up-vias | GRT usage | routed length (um) |
|---|---|---|---|
| li1 | 955 | - | - |
| met1 | 983 | 0.165 | 2240 |
| met2 | 46 | 0.181 | 2410 |
| met3 | 2 | 0.0236 | 250 |
| met4 | 0 | 0.0113 | 36 |
| met5 | - | 0 | 0 |
==> cell type report <==
class | instances | area (um2)
well taps | 129 | 161
clock inverters | 2 | 10.0
multi-input cells | 210 | 2060
inverters | 35 | 131
repair buffers | 32 | 320
fillers | 933 | 5840
flip-flops and latches | 32 | 641
clock buffers | 6 | 82.6
==> per-stage QoR <==
stage	util	instances
finish	0.368	446
global route	0.368	446
floorplan	-	283
detailed placement	0.358	438
global placement	0.358	438
CTS	0.368	446
==> worst max-delay path: cells and delay by family (launching register included) <==
family	cells	cell delay [ns]
AOI/OAI and AO/OA	3	0.38
xor gates and xnor gates	2	0.35
adders and majority gates	5	2.49
buffers and inverters	1	0.04
DFF	1	0.48
and+or+nand+nor	2	0.55
==> flip-flops by register name, indices dropped and copies added, names as in the netlist <==
register / cells
b_r: 8
a_r: 8
out: 16
==> Yosys cell counts (2+ instances only) <==
cell type                  instances
sky130_fd_sc_hd__nor2_1           11
sky130_fd_sc_hd__nand2_1          45
sky130_fd_sc_hd__xor2_1            6
sky130_fd_sc_hd__a31oi_1           3
sky130_fd_sc_hd__fa_1             50
sky130_fd_sc_hd__nand3_1           3
sky130_fd_sc_hd__inv_1            35
sky130_fd_sc_hd__o21ai_0           2
sky130_fd_sc_hd__o21ai_1           5
sky130_fd_sc_hd__nand2b_1          9
sky130_fd_sc_hd__a21o_1            3
sky130_fd_sc_hd__clkbuf_1          5
sky130_fd_sc_hd__a211oi_1          3
sky130_fd_sc_hd__and2_1           17
sky130_fd_sc_hd__a21oi_2           3
sky130_fd_sc_hd__a21oi_1           6
sky130_fd_sc_hd__xnor2_1           8
sky130_fd_sc_hd__ha_1             21
sky130_fd_sc_hd__dfxtp_1          32
==> report_power, final <==
part | leakage (nW) | switching (mW) | total [mW] | internal, mW
logic | 1.15 | 0.616 | 1.19 | 0.575
clock network | 0.0510 | 0.0973 | 0.205 | 0.108
registers | 0.270 | 0.0310 | 0.359 | 0.328
==> final timing paths <==
path           from  endpoint  slack [ns]  depth (start not counted)
max          b_r[0]   out[14]        0.75                         13
min          a_r[0]    out[0]        0.59                          1
max reg2reg  b_r[0]   out[14]        0.75                         13
min reg2reg  a_r[0]    out[0]        0.59                          1
==> cell families after synthesis <==
| logic type | count (synthesis) | share of synthesized area |
|---|---|---|
| AND-OR/OR-AND | 33 | 0.0805 |
| XOR/XNOR | 14 | 0.0429 |
| adder cells (fa/ha/maj) | 71 | 0.442 |
| buffers and inverters | 41 | 0.0564 |
| flip-flops | 32 | 0.224 |
| AND/OR/NAND/NOR | 92 | 0.154 |
Power figures rest on the tool's default switching activity, not on a simulated workload.
